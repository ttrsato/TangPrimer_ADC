**design.v**
```verilog
`timescale 1ns/1ps
module spi
  (
   input  wire        clk,       
   input  wire        xres,      
   input  wire        ss,        
   input  wire        sclk,      
   output wire        miso,      
   input  wire [11:0] adc_data,  
   output wire        adc_soc    
   );
  reg [2:0] ss_dly;  
  wire ss_fall = (ss_dly[2] & ~ss_dly[1]);
  always @(posedge clk, negedge xres)
    begin
      if (!xres)
        begin
          ss_dly <= 3'b0;
        end
      else
        begin
          ss_dly <= {ss_dly[1:0], ss};
        end
    end
  reg [2:0] sclk_dly;  
  wire sclk_fall = (sclk_dly[2] & ~sclk_dly[1]);
  always @(posedge clk, negedge xres)
    begin
      if (!xres)
        begin
          sclk_dly <= 3'b0;
        end
      else
        begin
          sclk_dly <= {sclk_dly[1:0], sclk};
        end
    end
  reg [3:0]  st_spi;
  assign adc_soc      = (st_spi == 4'd0 && ss_fall);
  wire   spi_load_en  = (st_spi == 4'd3 && sclk_fall);
  wire   spi_shift_en = (st_spi != 4'd3 && sclk_fall);
  always @(posedge clk, negedge xres)
    begin
      if (!xres)
        begin
          st_spi <= 4'd0;
        end
      else if (sclk_fall)
        begin
          if (st_spi == 4'd15 || ss == 1'b1)
            begin
              st_spi <= 4'd0;
            end
          else
            begin
              st_spi <= st_spi + 1'b1;
            end          
        end
    end
  reg [11:0] obuf;
  assign miso = obuf[11];
  always @(posedge clk, negedge xres)
    begin
      if (!xres)
        begin
          obuf <= 0;
        end
      else if (spi_load_en)
        begin
          obuf <= adc_data;
        end
      else if (spi_shift_en)
        begin
          obuf <= {obuf[10:0], 1'b0};
        end
    end
endmodule
```
**run.sh**
```bash
#!/bin/bash
# OpenROAD 26Q1-2900-gdf79404cd8, Yosys 0.63+post, stock flow scripts
make -C /OpenROAD-flow-scripts/flow DESIGN_CONFIG=/design/flow/config.mk WORK_HOME=/design/flow/orfs finish
```
**config.mk**
```make
export PLATFORM = sky130hd
export DESIGN_NAME = spi
export DESIGN_NICKNAME = spi
export VERILOG_FILES = /design/flow/design.v
export SDC_FILE = /design/flow/constraint.sdc
export NUM_CORES = 4
export LEC_CHECK = 1
export CORE_AREA = 10 10 83 83
export DIE_AREA = 0 0 93 93
```
**constraint.sdc**
```tcl
current_design spi

set clk_period 2.2
set clk_io_pct 0.2

create_clock -name clk0 -period $clk_period [get_ports {clk}]

set non_clock_inputs [all_inputs -no_clocks]
set_input_delay [expr $clk_period * $clk_io_pct] -clock clk0 $non_clock_inputs
set_output_delay [expr $clk_period * $clk_io_pct] -clock clk0 [all_outputs]
```
==> qor.yml <==
timing:
  fmax_ghz: 0.485
  fin_crit_sh: 0.937
  worst_slew_pin_slew_ns: 0.379
  fin_worst_skew_ns: 0.00517
  setup_viol: 0
  drv_slew: 0
  relSlewSlack: 0.747
  tns_ns: 0
  period_needed_ns: 2.06
  fin_ws_ns: 0.139
  holdWs_ns: 0.351
  rsz0062_at_grt: "false"
  finalHoldViolations: 0
finish:
  fin_util: 0.258
  lay_top_count: "dfrtp_1"
  fillers: 569
  area_growth_pct: 28.7
  finalInstanceArea_um2: 1320
  lay_top_cells: "dfrtp_1 (22), a21oi_2 (18), clkdlybuf4s50_1 (17), nand2_1 (16), nor2_1 (12)"
  drive_above_1_share: 0.237
  final_cells: 188
detailed_routing:
  ant_nets: 0
  post-route-drc-count: 0
  wl_per_cell_um: 11.1
  dr.pass1.iters: 4
  n_antenna_cell: 0
  routed_via_density: 3.97
  drt-initial-drc-count: 53
  wl_um: 2090
  vias: 746
worst_setup_path:
  path_cells: "inv_1 -> ha_1 -> nand2_1 -> nor4_1 -> clkdlybuf4s50_1"
  crit_fanout: 5
  rr_endpoint: "obuf[3]"
  r2r-start: "st_spi[0]"
  cp_num_buf_inv: 2
  crit_required_ns: 1.76
  crit_path_top_delay_cell: "clkdlybuf4s50_1"
  worst_path_dominant_cell_family: "buffers and inverters"
  crit_type: "reg -> out"
  r2r_slack_ns: 0.67
  r2r_cells: 4
  start_kind: "flip-flop"
  end_kind: "output port"
  cpPeakStageDelay_ns: 0.52
  crit_arrival_ns: 1.62
clock_tree:
  post_cts_buffers: 0
  cts_resized: 0
  cts.reportedPaths.clkPinSlew_ns: 0.08
  cts_sinks: 22
  clk_latency_ns: 0.26
  cts-buffers-inserted: 3
  cts_tree: "done"
  cts_max_level: 1
  ctsHoldBuffers: 0
  cts-root-buf: "clkbuf_8"
  cts_buffer_depth: 2
yosys:
  syn_inst: 99
  synth_flop_count: 22
  top_area_frac: 0.535
  synth_seq_share: 0.535
  yosysCellCount: 99
  avgSynthCellArea_um2: 10.4
  ys_area_um2: 1030
  synthesis.area_um2: 1030
  synth_area_leader_cell: "dfrtp_1"
  synth_warnings: 1
  yosysUniqueCellTypes: 22
  topCellsByArea: "dfrtp_1 (54%), a21oi_2 (15%), nand2_1 (5.8%), nor2_1 (4.4%), a21oi_1 (2.4%)"
pwr:
  total_power_mw: 1.01
  clock_power_share: 0.284
  peakVddDrop_uv: 235
  swShare: 0.274
  power-per-cell-area_nw_per_um2: 766
  seq_power_share: 0.505
  p_comb_frac: 0.212
  p_leak_nw: 0.549
  power.internal_uw: 737
  p_sw_uw: 278
placement:
  placed_area_um2: 1270
  dp_slack_ns: 0.412
  placedCellCount: 184
  post-dp-hpwl_um: 1540
  finalWeightedCongestion: 0.809
  io_buffer_count: 17
min_path:
  hold_end: "ss_dly[1]"
  hold_path_depth: 0
  min_path_type: "reg -> reg"
  hp-start: "ss_dly[0]"
die:
  io_pins: 18
  fp-utilization: 0.200
  chipArea_um2: 8650
  rows: 26
  dieWidth_um: 93
  die-height_um: 93
  core_area_um2: 5140
global_routing:
  antenna_found_initial: 0
  grt_overflow: 0
  grt_pass1_wl_um: 3480
  grt_pass1_vias: 741
  grt_use_total: 0.0492
  grt_start_max_net_pins: 23
job:
  drv_cap: 0
  warnings: 26
run_status:
  status: "completed"
[routing by layer]
layer,GRT usage,routed length (um),up-vias
met1,0.0658,962,362
met5,0,0,-
li1,-,-,372
met3,0.0129,92,2
met4,0.00771,14,0
met2,0.0800,1020,10
[cells in the mapped netlist (all sizes together)]
master and count:
nand2 16, inv 3, dfrtp 22, o21ai 5, ha 2, a31oi 1
nor2 12, or4 1, nand3 3, nor3b 1, a21oi 23, or3b 1
buf 5, nor2b 1, nand3b 1, nor4 1, nand2b 1
[power groups by stage]
stage | sequential [mW] | combinational [mW] | clock [mW]
5_1_grt | 0.522 | 0.246 | 0.316
4_1_cts | 0.512 | 0.222 | 0.297
6_report | 0.512 | 0.215 | 0.288
[cell type report]
class                      instances  area (um2)  share of cell area
multi-input combinational         69         427               0.322
clock buffer                       4        55.1              0.0416
tap                               70        87.6              0.0662
sequential                        22         551               0.416
timing repair buffer              20         193               0.146
inverter                           3        11.3             0.00851
[registers in the layout (all words and copies together) (netlist names)]
register and cells:
ss_dly 3, obuf 12, st_spi 4, sclk_dly 3
[cells by family (layout without fill, tap and decap cells)]
| logic type | count (synthesis) | count (layout) | synth area share |
|---|---|---|---|
| flip-flops | 22 | 22 | 0.535 |
| adder cells (fa/ha/maj) | 2 | 2 | 0.0243 |
| AND-OR/OR-AND | 29 | 29 | 0.208 |
| buffers and inverters | 8 | 27 | 0.0499 |
| AND/OR/NAND/NOR | 38 | 38 | 0.182 |
[worst max path at each step]
stage / depth (start not counted) / slack (ns) / endpoint / start
CTS: 5 / 0.11 / adc_soc / st_spi[0]
global route: 5 / 0.02 / adc_soc / st_spi[0]
finish: 5 / 0.14 / adc_soc / st_spi[0]
Power figures rest on the tool's default switching activity, not on a simulated workload.
